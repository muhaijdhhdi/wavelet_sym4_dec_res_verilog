**flow/config.mk**
```make
export PLATFORM = sky130hd
export DESIGN_NAME = pulse_counter
export DESIGN_NICKNAME = pulse_counter
export VERILOG_FILES = /design/flow/design.v
export SDC_FILE = /design/flow/constraint.sdc
export NUM_CORES = 4
export LEC_CHECK = 1
export CORE_UTILIZATION = 50
```
**flow/constraint.sdc**
```tcl
current_design pulse_counter

set clk_period 7.2
set clk_io_pct 0.2

create_clock -name clk0 -period $clk_period [get_ports {clk}]

set non_clock_inputs [all_inputs -no_clocks]
set_input_delay [expr $clk_period * $clk_io_pct] -clock clk0 $non_clock_inputs
set_output_delay [expr $clk_period * $clk_io_pct] -clock clk0 [all_outputs]
```
**flow/design.v**
```verilog
`timescale 1ns / 1ps
module pulse_counter #(
    parameter NUM_CHANNELS = 16,
    parameter DATA_WIDTH = 20,             
    parameter COUNTER_WIDTH = 16,          
    parameter DEAD_TIME_WIDTH = 8          
)(
    input  wire                                  clk,
    input  wire                                  rst_n,
    input  wire                                  valid_in,
    input  wire [NUM_CHANNELS*DATA_WIDTH-1:0]   diff_in,           
    input  wire [NUM_CHANNELS*DATA_WIDTH-1:0]   data_before_diff,  
    input  wire signed [DATA_WIDTH-1:0]         diff_threshold,    
    input  wire signed [DATA_WIDTH-1:0]         abs_threshold,     
    input  wire [DEAD_TIME_WIDTH-1:0]           dead_time,         
    input  wire [15:0]                          window_cycles,     
    input  wire                                 count_enable,      
    output reg  [COUNTER_WIDTH-1:0]             pulse_count,       
    output reg                                  count_valid,       
    output reg                                  window_active,     
    output wire [NUM_CHANNELS-1:0]              dbg_sign_change,         
    output wire [NUM_CHANNELS-1:0]              dbg_diff_amplitude_ok,   
    output wire [NUM_CHANNELS-1:0]              dbg_abs_amplitude_ok,    
    output wire                                 dbg_pulse_detected,      
    output wire                                 dbg_in_dead_time,        
    output wire [4:0]                           dbg_pulse_this_cycle     
);
    integer i;
    genvar g;
    reg [NUM_CHANNELS*DATA_WIDTH-1:0] diff_in_reg;
    reg [NUM_CHANNELS*DATA_WIDTH-1:0] data_before_diff_reg;
    reg valid_in_reg;
    reg count_enable_reg;
    reg count_enable_d;
    always @(posedge clk) begin
        diff_in_reg <= diff_in;
        data_before_diff_reg <= data_before_diff;
        valid_in_reg <= valid_in;
        count_enable_reg <= count_enable;
        count_enable_d <= count_enable_reg;
    end
    wire count_enable_rising = count_enable_reg && !count_enable_d;
    wire signed [DATA_WIDTH-1:0] sample [0:NUM_CHANNELS-1];            
    wire signed [DATA_WIDTH-1:0] sample_orig [0:NUM_CHANNELS-1];       
    generate
        for (g = 0; g < NUM_CHANNELS; g = g + 1) begin : gen_samples
            assign sample[g] = diff_in_reg[g*DATA_WIDTH +: DATA_WIDTH];
            assign sample_orig[g] = data_before_diff_reg[g*DATA_WIDTH +: DATA_WIDTH];
        end
    endgenerate
    reg signed [DATA_WIDTH-1:0] sample_s1 [0:NUM_CHANNELS-1];            
    reg signed [DATA_WIDTH-1:0] sample_orig_s1 [0:NUM_CHANNELS-1];       
    reg signed [DATA_WIDTH-1:0] last_sample_prev;                        
    reg signed [DATA_WIDTH-1:0] last_sample_orig_prev;                   
    reg valid_prev;
    reg valid_s1a;
    always @(posedge clk) begin
        for (i = 0; i < NUM_CHANNELS; i = i + 1) begin
            sample_s1[i] <= sample[i];
            sample_orig_s1[i] <= sample_orig[i];
        end
        last_sample_prev <= sample[NUM_CHANNELS-1];
        last_sample_orig_prev <= sample_orig[NUM_CHANNELS-1];
        valid_prev <= valid_in_reg;
        valid_s1a <= valid_in_reg && valid_prev;
    end
    reg [NUM_CHANNELS-1:0] sign_change_reg;           
    reg [NUM_CHANNELS-1:0] diff_amplitude_ok_reg;     
    reg [NUM_CHANNELS-1:0] abs_amplitude_ok_reg;      
    reg valid_s1b;
    reg signed [DATA_WIDTH-1:0] diff_threshold_reg;
    reg signed [DATA_WIDTH-1:0] diff_threshold_neg_reg;
    reg signed [DATA_WIDTH-1:0] abs_threshold_reg;
    reg signed [DATA_WIDTH-1:0] abs_threshold_neg_reg;
    always @(posedge clk) begin
        diff_threshold_reg <= diff_threshold;
        diff_threshold_neg_reg <= -diff_threshold;
        abs_threshold_reg <= abs_threshold;
        abs_threshold_neg_reg <= -abs_threshold;
        valid_s1b <= valid_s1a;
        sign_change_reg[0] <= (sample_s1[0][DATA_WIDTH-1] != last_sample_prev[DATA_WIDTH-1]);
        if (last_sample_prev[DATA_WIDTH-1] == 1'b0) begin
            diff_amplitude_ok_reg[0] <= (last_sample_prev > diff_threshold_reg);
        end else begin
            diff_amplitude_ok_reg[0] <= (last_sample_prev < diff_threshold_neg_reg);
        end
        if (last_sample_orig_prev[DATA_WIDTH-1] == 1'b0) begin
            abs_amplitude_ok_reg[0] <= (last_sample_orig_prev > abs_threshold_reg);
        end else begin
            abs_amplitude_ok_reg[0] <= (last_sample_orig_prev < abs_threshold_neg_reg);
        end
        for (i = 1; i < NUM_CHANNELS; i = i + 1) begin
            sign_change_reg[i] <= (sample_s1[i][DATA_WIDTH-1] != sample_s1[i-1][DATA_WIDTH-1]);
            if (sample_s1[i-1][DATA_WIDTH-1] == 1'b0) begin
                diff_amplitude_ok_reg[i] <= (sample_s1[i-1] > diff_threshold_reg);
            end else begin
                diff_amplitude_ok_reg[i] <= (sample_s1[i-1] < diff_threshold_neg_reg);
            end
            if (sample_orig_s1[i-1][DATA_WIDTH-1] == 1'b0) begin
                abs_amplitude_ok_reg[i] <= (sample_orig_s1[i-1] > abs_threshold_reg);
            end else begin
                abs_amplitude_ok_reg[i] <= (sample_orig_s1[i-1] < abs_threshold_neg_reg);
            end
        end
    end
    reg [NUM_CHANNELS-1:0] raw_zero_cross_reg;
    reg valid_s2a;
    always @(posedge clk) begin
        valid_s2a <= valid_s1b;
        for (i = 0; i < NUM_CHANNELS; i = i + 1) begin
            raw_zero_cross_reg[i] <= sign_change_reg[i] && diff_amplitude_ok_reg[i] && abs_amplitude_ok_reg[i];
        end
    end
    wire any_zero_cross = |raw_zero_cross_reg;
    reg [DEAD_TIME_WIDTH-1:0] dead_cnt;
    reg in_dead_time;
    reg pulse_detected;   
    reg valid_s2b;
    always @(posedge clk or negedge rst_n) begin
        if (!rst_n) begin
            dead_cnt <= 0;
            in_dead_time <= 0;
            pulse_detected <= 0;
            valid_s2b <= 0;
        end
        else begin
            valid_s2b <= valid_s2a;
            if (valid_s2a && any_zero_cross && !in_dead_time) begin
                pulse_detected <= 1'b1;
                dead_cnt <= dead_time;
                in_dead_time <= 1'b1;
            end
            else begin
                pulse_detected <= 1'b0;
                if (in_dead_time) begin
                    if (dead_cnt <= 1) begin
                        in_dead_time <= 1'b0;
                        dead_cnt <= 0;
                    end
                    else begin
                        dead_cnt <= dead_cnt - 1'b1;
                    end
                end
            end
        end
    end
    reg pulse_this_cycle;   
    reg valid_s3;
    always @(posedge clk) begin
        valid_s3 <= valid_s2b;
        pulse_this_cycle <= pulse_detected;
    end
    assign dbg_sign_change = sign_change_reg;
    assign dbg_diff_amplitude_ok = diff_amplitude_ok_reg;
    assign dbg_abs_amplitude_ok = abs_amplitude_ok_reg;
    assign dbg_pulse_detected = pulse_detected;
    assign dbg_in_dead_time = in_dead_time;
    assign dbg_pulse_this_cycle = {4'b0, pulse_this_cycle};
    reg [15:0] window_cnt;
    reg [COUNTER_WIDTH-1:0] pulse_count_acc;   
    always @(posedge clk or negedge rst_n) begin
        if (!rst_n) begin
            window_cnt <= 0;
            window_active <= 0;
            pulse_count <= 0;
            pulse_count_acc <= 0;
            count_valid <= 0;
        end
        else begin
            count_valid <= 0;   
            if (!count_enable_reg) begin
                window_active <= 0;
                window_cnt <= 0;
                pulse_count_acc <= 0;
            end
            else if (count_enable_rising) begin
                window_active <= 1;
                window_cnt <= 0;
                pulse_count_acc <= pulse_this_cycle;
            end
            else if (window_active && window_cnt >= window_cycles - 1) begin
                count_valid <= 1;
                pulse_count <= pulse_count_acc + pulse_this_cycle;   
                window_cnt <= 0;
                pulse_count_acc <= 0;   
            end
            else if (window_active) begin
                pulse_count_acc <= pulse_count_acc + pulse_this_cycle;
                window_cnt <= window_cnt + 1;
            end
        end
    end
endmodule
```
**flow/run.sh**
```bash
#!/bin/bash
# OpenROAD 26Q1-2900-gdf79404cd8, Yosys 0.63+post, stock flow scripts
make -C /OpenROAD-flow-scripts/flow DESIGN_CONFIG=/design/flow/config.mk WORK_HOME=/design/flow/orfs finish
```
==> GITHUB_STEP_SUMMARY <==
### Metrics collected by this job

| Metric | Value |
|---|---|
| Cells after Synth | `approximately 5,300` |
| H-tree depth | `4` |
| Avg WL per Cell | `24.67 um` |
| Clk sink count | `between 1,000 and 1,500` |
| Grt ovf | `0` |
| Largest net degree at the start of global routing | `59` |
| Count of tool warnings | `28` |
| WP data arrival | `around 5.1 ns` |
| Number of routed nets with antenna violations | `0` |
| Crit path top cell by count | `o21ai_0` |
| Worst IR Drop VDD | `~0.00026 V` |
| Final setup TNS | `0 ns` |
| Seq share, synth | `0.4978` |
| WP buf/inv | `2` |
| Hold WS | `0.3082 ns` |
| Slew @ Worst Pin | `approximately 1 ns` |
| Crit path time final | `~4.4 ns` |
| CP max FO | `58` |
| Core box area | `between 100,000 and 150,000 sq um` |
| Fp_density | `0.5045` |
| Number of global-route vias before repair | `43,054` |
| Top cell area share | `0.4730` |
| Clock slew at reported path FFs | `0.06 ns` |
| DRT Pass-1 Iters | `6` |
| Die X | `roughly 350 um` |
| Total wire length | `between 150 and 200 mm` |
| Unrepaired setup endpoints after global routing | `no` |
| Via density | `around 5.5` |
| Register Area | `between 30,000 and 40,000 sq um` |
| Avg Inst Size Synth | `around 11 sq um` |
| Main flop type | `dfxtp_1` |
| Final period utilization | `0.6142` |
| Cells along the critical path | `clkdlybuf4s50_1 > nor2_1 > nand3_1 > or3_1 > or2_2 > nor4_1 > xnor2_1 > ha_1 > a21oi_1 > o21ai_0 > a211o_1 > a21oi_4 > buf_4 > o21ai_0 > a31oi_1` |
| WP data required | `between 7 and 8 ns` |
| Die H | `349.9 um` |
| WS Path Type | `input port to register` |
| Fillers | `slightly above 9,000` |
| Slowest stage delay, CP | `between 0.4 and 0.5 ns` |
| Leading area contributor after synthesis | `dfxtp_1` |
| Max capacitance violation total | `0` |
| Outcome | `finished, final reports clean` |
| Power Density | `about 260 nW/um^2` |
| Cell Area, Synth | `between 60,000 and 70,000 sq um` |
| Leak | `~34 nW` |
| Setup bufs post-CTS | `0` |
| Num CTS Buffers | `between 150 and 200` |
| #FFs+latches synth | `1,490` |
| Die ar. | `122,400 sq um` |
| Synth cell types | `between 70 and 80` |
| Post-CTS sizing | `0` |
| Cells in synth_stat.txt | `approximately 5,300` |
| Worst Skew | `0.02745 ns` |
| # setup viols final | `0` |
| Critical Path Source Type | `input port` |
| Syn-to-layout area delta | `26.08%` |
| Endpoints failing hold | `0` |
| Initial drt markers | `roughly 2,900` |
| GRT Overall Usage | `0.3350` |
| Top delay family on crit path | `simple AND/OR/NAND/NOR gates` |
| Min-delay worst type | `register to register` |
| Port bufs | `just under 800` |
| Final HPWL DP | `142.3 mm` |
| Final Slew Violations | `0` |
| Layout cells sized above 1 | `0.06056` |
| Antenna violations before repair | `47` |
| Endpoint class of the critical path | `register` |
| Worst-Skew Late Latency | `0.78 ns` |
| Synth top area cells | `dfxtp_1 47%, ha_1 26%, a21oi_1 3.7%, dfrtp_1 2.5%, o21ai_0 2.1%` |
| TritonCTS clock tree | `done` |
| Num ports | `a little under 800` |
| Total number of vias | `around 44,000` |
| Logic area | `between 20,000 and 30,000 sq um` |
| # hold bufs at CTS | `0` |
| Async set or reset register ratio after synthesis | `0.04027` |
| First-pass GRT wire length | `about 280 mm` |
| Fmax achieved | `226.1 MHz` |
| DRC Markers | `0` |
| Standard-cell rows | `about 130` |
| Synth warn | `3` |
| Chip Area, Yosys | `around 61,000 sq um` |
| Critical Path Slowest Stage Cell | `buf_4` |
| Number of enable flip-flop cells | `0` |
| GPL Wtd Cong | `0.9706` |
| Root buf cell | `clkbuf_16` |
| Clock Tree Buf Depth | `3` |
| Max_slew headroom | `0.3298` |
-- worst paths after layout --
kind | startpoint | end | slack, ns | depth (start not counted)
setup / recovery | window_cycles[2] | pulse_count_acc[5] | 2.78 | 15
min in group asynchronous | rst_n | count_valid | 0.73 | 1
hold reg to reg | diff_in_reg[171] | sample_s1[8][11] | 0.31 | 0
hold / removal | diff_in_reg[171] | sample_s1[8][11] | 0.31 | 0
max in group asynchronous | rst_n | window_cnt[13] | 5.59 | 2
setup reg to reg | window_cnt[0] | pulse_count_acc[5] | 4.28 | 10
-- kinds of logic after synthesis --
family | after synthesis | share of synthesized area
compound gates | 1144 | 0.1157
xor+xnor | 93 | 0.01346
fa+ha+maj | 1272 | 0.2629
buf+inv | 199 | 0.01294
flops | 1490 | 0.4978
mux | 49 | 0.008538
other cells | 1 | 0.00006196
simple gates | 1033 | 0.08860
-- through the flow --
stage | setup WS (ns) | area, sq um | cells | power (mW) | utilization
floorplan | 2.826 | 60540 | 5284 | 10.47 | -
global placement | 2.106 | 70870 | 7739 | 11.77 | 0.5908
detailed placement | 2.041 | 70870 | 7739 | 11.80 | 0.5908
CTS | 2.843 | 76240 | 8019 | 20.07 | 0.6355
global route | 2.507 | 76300 | 8044 | 20.79 | 0.6360
finish | 2.778 | 76310 | 8049 | 19.96 | 0.6361
-- cell usage after synthesis, types with 9 or more instances --
master and count:
o211ai_1 62, a22o_1 22, nand3b_1 14, buf_4 9
mux2i_1 28, a211o_1 12, nor2_1 185, a211oi_1 44
nand2_1 237, nor3_1 67, and4_1 18, a2111oi_0 23
dfrtp_1 60, nor2b_1 57, o21bai_1 9, a21oi_1 446
inv_1 179, or3_1 11, dfxtp_1 1430, a41oi_1 11
a31oi_1 53, nand4_1 171, o21ai_0 248, mux2_2 21
nand3_1 92, xor2_1 46, ha_1 1272, nand2b_1 48
nor4_1 41, a221oi_1 13, o22ai_1 15, xnor2_1 47
a221o_1 14, o2111ai_1 12, and3_1 38, a21o_1 92
o21a_1 12, or4_1 11
-- layer usage --
metal | share of wire | global-route usage | vias up
li1 | - | - | 21662
met1 | 0.43 | 0.4721 | 20483
met2 | 0.44 | 0.4993 | 1683
met3 | 0.081 | 0.08004 | 471
met4 | 0.054 | 0.1596 | 14
met5 | 0.00045 | 0 | -
-- layout by cell type, fill, tap and decap left out, types with 44 or more instances in the layout --
| cell type | count |
|---|---|
| clkbuf_16 | 157 |
| a21o_1 | 92 |
| a31oi_1 | 53 |
| xor2_1 | 46 |
| o211ai_1 | 62 |
| dfxtp_1 | 1430 |
| ha_1 | 1272 |
| nand4_1 | 171 |
| nor2b_1 | 57 |
| o21ai_0 | 248 |
| nand2b_1 | 48 |
| buf_4 | 87 |
| nor3_1 | 67 |
| clkdlybuf4s50_1 | 775 |
| nor2_1 | 185 |
| nand3_1 | 92 |
| nand2_1 | 237 |
| inv_1 | 179 |
| a21oi_1 | 446 |
| a211oi_1 | 44 |
| xnor2_1 | 47 |
| dfrtp_1 | 60 |
-- where the power goes --
group	switching (mW)	internal, mW	leakage (nW)	total [mW]
Combinational	1.36	1.24	18.8	2.60
Clock	3.32	4.96	2.61	8.28
Sequential	0.336	8.74	12.9	9.08
-- cell type report --
| type | count | area share |
|---|---|---|
| Sequential cell | 1490 | 0.3948 |
| Multi-Input combinational cell | 3595 | 0.3884 |
| Timing Repair Buffer | 863 | 0.1103 |
| Clock buffer | 205 | 0.05752 |
| Tap cell | 1612 | 0.02643 |
| Clock inverter | 75 | 0.01277 |
| Inverter | 179 | 0.008804 |
| Antenna cell | 30 | 0.0009837 |
Power is estimated from default activity; no workload was simulated.
