==> /design/flow/design.v <==
`timescale 1ns / 1ps
module delay_diff_intra #(
    parameter NUM_CHANNELS = 16,
    parameter DATA_WIDTH = 20               
)(
    input  wire                                  clk,
    input  wire [6:0]                            delay_sel,     
    input  wire                                  valid_in,
    input  wire [NUM_CHANNELS*DATA_WIDTH-1:0]   data_in,       
    output reg  [NUM_CHANNELS*DATA_WIDTH-1:0]   diff_out,             
    output reg  [NUM_CHANNELS*DATA_WIDTH-1:0]   data_before_diff_out,  
    output reg                                   valid_out
);
    localparam MATRIX_COLS = 5;              
    localparam MATRIX_ROWS = 16;             
    reg [DATA_WIDTH-1:0] buffer [0:MATRIX_COLS-1][0:MATRIX_ROWS-1];
    reg [NUM_CHANNELS*DATA_WIDTH-1:0] data_stage1;
    reg valid_stage1;
    reg [6:0] delay_sel_stage1;
    integer col, row;
    always @(posedge clk) begin
        data_stage1 <= data_in;
        valid_stage1 <= valid_in;
        delay_sel_stage1 <= delay_sel;
        for (col = MATRIX_COLS - 1; col >= 1; col = col - 1) begin
            for (row = 0; row < MATRIX_ROWS; row = row + 1) begin
                buffer[col][row] <= buffer[col-1][row];
            end
        end
        for (row = 0; row < MATRIX_ROWS; row = row + 1) begin
            buffer[0][row] <= data_in[(15-row)*DATA_WIDTH +: DATA_WIDTH];
        end
    end
    wire [6:0] time_offset [0:NUM_CHANNELS-1];   
    wire [2:0] col_sel [0:NUM_CHANNELS-1];       
    wire [3:0] row_sel [0:NUM_CHANNELS-1];       
    genvar k;
    generate
        for (k = 0; k < NUM_CHANNELS; k = k + 1) begin : INDEX_CALC
            assign time_offset[k] = (7'd15 - k[6:0]) + delay_sel_stage1;
            assign col_sel[k] = time_offset[k][6:4];   
            assign row_sel[k] = time_offset[k][3:0];   
        end
    endgenerate
    reg [DATA_WIDTH-1:0] delayed_data_stage2 [0:NUM_CHANNELS-1];
    reg [NUM_CHANNELS*DATA_WIDTH-1:0] data_stage2;
    reg valid_stage2;
    integer ch;
    always @(posedge clk) begin
        data_stage2 <= data_stage1;
        valid_stage2 <= valid_stage1;
        for (ch = 0; ch < NUM_CHANNELS; ch = ch + 1) begin
            delayed_data_stage2[ch] <= buffer[col_sel[ch]][row_sel[ch]];
        end
    end
    integer j;
    always @(posedge clk) begin
        valid_out <= valid_stage2;
        for (j = 0; j < NUM_CHANNELS; j = j + 1) begin
            diff_out[j*DATA_WIDTH +: DATA_WIDTH] <= 
                $signed(delayed_data_stage2[j]) - 
                $signed(data_stage2[j*DATA_WIDTH +: DATA_WIDTH]);
            data_before_diff_out[j*DATA_WIDTH +: DATA_WIDTH] <= 
                data_stage2[j*DATA_WIDTH +: DATA_WIDTH];
        end
    end
endmodule
==> /design/flow/run.sh <==
#!/bin/bash
# OpenROAD 26Q1-2900-gdf79404cd8, Yosys 0.63+post, stock flow scripts
make -C /OpenROAD-flow-scripts/flow DESIGN_CONFIG=/design/flow/config.mk WORK_HOME=/design/flow/orfs finish
==> /design/flow/config.mk <==
export PLATFORM = sky130hd
export DESIGN_NAME = delay_diff_intra
export DESIGN_NICKNAME = delay_diff_intra
export VERILOG_FILES = /design/flow/design.v
export SDC_FILE = /design/flow/constraint.sdc
export NUM_CORES = 4
export LEC_CHECK = 1
export CORE_UTILIZATION = 50
==> /design/flow/constraint.sdc <==
current_design delay_diff_intra

set clk_period 40.0
set clk_io_pct 0.2

create_clock -name clk0 -period $clk_period [get_ports {clk}]

set non_clock_inputs [all_inputs -no_clocks]
set_input_delay [expr $clk_period * $clk_io_pct] -clock clk0 $non_clock_inputs
set_output_delay [expr $clk_period * $clk_io_pct] -clock clk0 [all_outputs]
==> run notes <==
Predominant post-synthesis flop cell: dfxtp_1. The tools report the maximum number of buffers from clock root to sink as 4. Sequential cells were found to cover 20.1% of the synthesized design area. The final HPWL from detailed placement is 2610 mm. The number of port buffers is 969, and the maximum number of pins on one net before global-route repair is 73.

The run gives 50.3% as the floorplan core density. Once the clock tree was built, the resizer swapped 0 gates to a different size. Clock tree synthesis selected as its root buffer the cell clkbuf_16.

After synthesis, the cell types taking the most area are dfxtp_1 20%, a22oi_1 17%, a221oi_1 10%, a22o_1 9.7%, clkbuf_1 7.5%. The total routing resource utilization after global routing is 168%, and the async set-reset flop share out of synthesis is 0%. With the number of sinks driven by the clock tree at 2,250, the last weighted congestion value of the routability-driven placer is 2.81.

In this run the horizontal extent of the chip is 672 um. Per the post-place timing report, worst setup slack is 30,060 ps. Pin placement for this block handled 970 I/O pins. Via count of the first global-routing pass: 380k. Cell type with the largest total area: dfxtp_1. The synth_stat.txt file lists the number of cells as 30.2k. The commonest cells after synthesis are 5,201 x a22oi_1, 4,471 x clkbuf_1, 2,641 x a221oi_1. The run gives 35.9k as the number of cells after detailed placement. The clock tree synthesis step divided the H-tree into 4 levels. The synthesized design contains 0 enable-type register cells. The synthesis stats list as the most numerous cell a22oi_1. The tool reported: "[ERROR GRT-0116] Global routing finished with congestion. Check the congestion regions in the DRC Viewer".

The run stopped with a tool error. TritonCTS created 242 clock buffers. The stage where the run came to a stop is global routing (5_1_grt).

The mean cell area of the mapped netlist is 7.44 um^2, and the number of core rows is 245. The first-pass GRT wire length is 4690 mm. The mapped netlist covers 225,000 um^2. The buffer count from post-CTS setup fixing is 0, and the total grt overflow is 242k.

Synthesis produced 30.2k cells. The die is 672 um tall. The Yosys step of the flow raised 3 warnings. After clock tree synthesis, the flow added hold-fix buffers numbering 0. Once synthesis finished, the tally of register bits stood at 2,250. With the share of the synthesized area in the top cell type at 20.1%, the count of cell types in the netlist is 119. The run gives 225,000 um^2 as the yosys synthesis chip area.
==> logic make-up after synthesis <==
| kind of cell | count (synthesis) | share of synthesized area [%] |
|---|---|---|
| AND-OR/OR-AND | 13700 | 48.7 |
| XOR/XNOR | 300 | 1.20 |
| adder cells (fa/ha/maj) | 328 | 1.88 |
| buffers and inverters | 6294 | 10.9 |
| flip-flops | 2250 | 20.1 |
| multiplexers | 202 | 0.953 |
| AND/OR/NAND/NOR | 7126 | 16.4 |
==> per-layer routing <==
layer / global-route usage [%] / GRT overflow
met1: 175 / 84100
met2: 223 / 119000
met3: 124 / 24700
met4: 113 / 11000
met5: 117 / 3071
==> metrics by stage <==
step | cell area (um^2) | power (mW) | hold slack [ps]
floorplan | 225000 | 4.26 | 310
global placement | 263000 | 7.17 | 315
detailed placement | 263000 | 7.16 | 317
CTS | 272000 | 9.58 | 316
Power and IR drop assume default switching activity.
