==> /design/flow/design.v <==
`timescale 1ns / 1ps
module delay_diff #(
    parameter NUM_CHANNELS = 16,
    parameter DATA_WIDTH = 20,               
    parameter DELAY_CYCLES = 2               
)(
    input  wire                                  clk,
    input  wire                                  valid_in,
    input  wire [NUM_CHANNELS*DATA_WIDTH-1:0]   data_in,       
    output reg  [NUM_CHANNELS*DATA_WIDTH-1:0]   diff_out,             
    output reg  [NUM_CHANNELS*DATA_WIDTH-1:0]   data_before_diff_out,  
    output reg                                   valid_out
);
    reg [NUM_CHANNELS*DATA_WIDTH-1:0] data_in_reg;
    reg valid_in_reg;
    always @(posedge clk) begin
        data_in_reg <= data_in;
        valid_in_reg <= valid_in;
    end
    reg [NUM_CHANNELS*DATA_WIDTH-1:0] delay_reg [0:DELAY_CYCLES-1];
    reg [DELAY_CYCLES-1:0] valid_delay;
    integer i;
    always @(posedge clk) begin
        delay_reg[0] <= data_in_reg;
        for (i = 1; i < DELAY_CYCLES; i = i + 1) begin
            delay_reg[i] <= delay_reg[i-1];
        end
        valid_delay <= {valid_delay[DELAY_CYCLES-2:0], valid_in_reg};
    end
    integer j;
    always @(posedge clk) begin
        valid_out <= valid_delay[DELAY_CYCLES-1];
        for (j = 0; j < NUM_CHANNELS; j = j + 1) begin
            diff_out[j*DATA_WIDTH +: DATA_WIDTH] <= 
                $signed(data_in_reg[j*DATA_WIDTH +: DATA_WIDTH]) - 
                $signed(delay_reg[DELAY_CYCLES-1][j*DATA_WIDTH +: DATA_WIDTH]);
            data_before_diff_out[j*DATA_WIDTH +: DATA_WIDTH] <= 
                data_in_reg[j*DATA_WIDTH +: DATA_WIDTH];
        end
    end
endmodule
==> /design/flow/run.sh <==
#!/bin/bash
# OpenROAD 26Q1-2900-gdf79404cd8, Yosys 0.63+post, stock flow scripts
make -C /OpenROAD-flow-scripts/flow DESIGN_CONFIG=/design/flow/config.mk WORK_HOME=/design/flow/orfs finish
==> /design/flow/config.mk <==
export PLATFORM = sky130hd
export DESIGN_NAME = delay_diff
export DESIGN_NICKNAME = delay_diff
export VERILOG_FILES = /design/flow/design.v
export SDC_FILE = /design/flow/constraint.sdc
export NUM_CORES = 4
export LEC_CHECK = 1
export CORE_AREA = 10 10 474 474
export DIE_AREA = 0 0 484 484
==> /design/flow/constraint.sdc <==
current_design delay_diff

set clk_period 10.4
set clk_io_pct 0.2

create_clock -name clk0 -period $clk_period [get_ports {clk}]

set non_clock_inputs [all_inputs -no_clocks]
set_input_delay [expr $clk_period * $clk_io_pct] -clock clk0 $non_clock_inputs
set_output_delay [expr $clk_period * $clk_io_pct] -clock clk0 [all_outputs]
==> Changelog: implementation <==
## Flow update

* Outcome: finished clean
* CTS Hold Bufs at 0
* Number of rows in the core area at between 150 and 200
* Buffer count from post-CTS setup fixing at 0
* Clock-pin slew of the registers on the worst-case setup and hold paths at ~0.060 ns
* Number of clock buffers inserted by TritonCTS at around 140
* # Cells Yosys at 3,588
* GRT Residual Overflow at 0
* Horizontal extent of the die at just under 500 µm
* Synthesis-to-finish area growth at 44.3%
* Wire length of the first global-routing pass at 197,000 µm
* Number of H-tree levels at 4
* MaxCap Viol Count at 0
* Switching power total at 3.21 mW
* Synth warnings at 2
* Crit path max-delay family: flip-flops
* Post-cts gate resize count at 0
* Static Leak at around 26 nW
* TritonCTS Sinks at 1,284
* Worst clock skew on the final layout at roughly 0.037 ns
* Most frequently placed logic cells in the final layout: sky130_fd_sc_hd__dfxtp_1 (1,284), sky130_fd_sc_hd__clkdlybuf4s50_1 (962), sky130_fd_sc_hd__inv_1 (401)
* Post-Synthesis Cells at 3,588
* Timing-limited maximum frequency at approximately 250 MHz
* Number of buffers inserted by port buffering at just under 1,000
* Placeable core region at ~0.21 mm²
* Clock Tree Root: sky130_fd_sc_hd__clkbuf_16
* Floorplan die area at 0.234 mm²
* Switching portion of total power at 0.251
* Max Slew Vio Count at 0
* GR Util All Layers at 0.115
* Number of global-route vias before repair at roughly 29,000
* Critical path required time at 8.32 ns
* Total power divided by cell area at 214 mW/mm²
* First-pass iteration count of the detailed router at 5
* Hold Vio Cnt, Final at 0
* Cells along the critical path: clkdlybuf4s50_1
* Tool warning count at 26
* Final hold slack at between 0.3 and 0.4 ns
* Hold Crit Class: register to register
* Relative slew slack at 0.622
* Iteration-0 DRC Markers at 1,435
* Core utilization at floorplan at 0.193
* Routed wire length at ~140,000 µm
* Setup repair after global routing missed its margin: false
* Kind of capture point of the worst setup path: primary output
* Minimum period implied by the final worst setup slack at 4.04 ns
* Detailed-route via count at 28,700
* Detailed placement HPWL at between 100,000 and 150,000 µm
* Sum of buffers and inverters on the critical path at 1
* TritonCTS clock tree: yes
* Longest Clk Path Bufs at 3
* Largest driver fanout on the critical path at 2
* Cell with the biggest individual delay on the critical path: sky130_fd_sc_hd__dfxtp_1
* Count of flip-flops with a built-in enable after synthesis at 0
* Maximum ir drop on the vdd rail at about 180 µV
* Clock network fraction of total power at 0.412
* Post-synth top flop: sky130_fd_sc_hd__dfxtp_1
* Type of the worst setup path: register to primary output
* Post-synth seq share at 0.620
* Count of state elements after synthesis at between 1,000 and 1,500
* Most numerous logic cell after layout: sky130_fd_sc_hd__dfxtp_1
* Avg Inst Size Synth at roughly 12 µm²
* Final period util at 0.389
* Mean routed wirelength per cell at roughly 18 µm
* Logic gate share of total power at 0.149
* Transition time at the pin with the least slew margin at between 0.5 and 0.6 ns
* Part of the total power dissipated in sequential elements at 0.440
* Antenna violations before repair at 39
* Internal power at about 9.6 mW
* Average vias per placed instance at between 3 and 4
* WP data arrival at about 2.0 ns
* Cell Count, Final, Fillers Out at roughly 7,700
* Count of different cell masters after synthesis at 66
* Flop-to-flop setup slack at 7.51 ns
* Area share of the leading cell type in the synthesized netlist at 0.620
* Delay of the slowest critical-path stage at approximately 0.63 ns
* Max reg flops at 640
* Skew-Pair Late Insertion Delay at ~0.8 ns
* Netlist Area Pre-Place at 0.0414 mm²
* I/O pin count at approximately 960
* Chip area line of the yosys report at between 0.04 and 0.05 mm²
* Layout cell share with drive strength beyond 1 at 0.0662
* Placer congestion estimate at 0.886
* Number of nets with antenna violations after detailed routing at 0
* Top cells by area, synth: sky130_fd_sc_hd__dfxtp_1 (62%), sky130_fd_sc_hd__ha_1 (9.2%), sky130_fd_sc_hd__xnor2_1 (4.4%)
* Final routed DRC violation total at 0
* Post-synth top area cell: sky130_fd_sc_hd__dfxtp_1
* Die y size at 484 µm
* Largest net degree at the start of global routing at 17
* Total negative slack for setup checks at 0 ns
* CP Launch Type: register
* Total setup violations reported at the end of the flow at 0
* # placed instances at around 7,400
* Ys async rst share at 0
[kinds of logic after synthesis]
family          synth area share
fa+ha+maj                 0.0995
buf+inv                   0.0379
compound gates             0.110
xor+xnor                  0.0594
simple gates              0.0725
flops                      0.620
[cell usage after synthesis, types with 8 or more instances]
library cell                   n
sky130_fd_sc_hd__nand2_1     112
sky130_fd_sc_hd__o2111ai_1     9
sky130_fd_sc_hd__inv_1       401
sky130_fd_sc_hd__and4_1       10
sky130_fd_sc_hd__ha_1        304
sky130_fd_sc_hd__o21ai_0     103
sky130_fd_sc_hd__a211o_1       8
sky130_fd_sc_hd__nand2b_1     55
sky130_fd_sc_hd__nand4_1      12
sky130_fd_sc_hd__clkbuf_1     14
sky130_fd_sc_hd__xor2_1       73
sky130_fd_sc_hd__a31oi_1      15
sky130_fd_sc_hd__dfxtp_1    1284
sky130_fd_sc_hd__nand3_1      64
sky130_fd_sc_hd__fa_1         16
sky130_fd_sc_hd__or3_1        19
sky130_fd_sc_hd__nor3_1       29
sky130_fd_sc_hd__nand3b_1     15
sky130_fd_sc_hd__o21ai_1      34
sky130_fd_sc_hd__a31o_2       12
sky130_fd_sc_hd__o211ai_1      8
sky130_fd_sc_hd__o31ai_1      13
sky130_fd_sc_hd__and2_1       10
sky130_fd_sc_hd__nor2_1      147
sky130_fd_sc_hd__o21a_1       49
sky130_fd_sc_hd__a211oi_1     20
sky130_fd_sc_hd__a311o_1      10
sky130_fd_sc_hd__xnor2_1     208
sky130_fd_sc_hd__o31a_1        8
sky130_fd_sc_hd__a21o_1      101
sky130_fd_sc_hd__a21oi_1     238
sky130_fd_sc_hd__o21bai_1     18
sky130_fd_sc_hd__nor2b_1      62
sky130_fd_sc_hd__and3_1       22
[layer usage]
metal  up-vias  global-route usage  share of wire
met2      1041               0.175           0.44
met1     13100               0.153           0.44
li1      14300                   -              -
met4        12              0.0301          0.029
met3       192              0.0474          0.096
met5         -                   0        0.00062
[power groups by stage]
stage | Clock (mW) | Sequential [mW] | Combinational (mW)
CTS | 5.44 | 5.64 | 1.94
global route | 5.63 | 5.68 | 2.09
finish | 5.27 | 5.62 | 1.90
[area by class of cell]
class                           instances  area, µm²
Antenna cell                           16       40.0
Clock buffer                          188       3990
Clock inverter                         73       1010
Fill cell                           21800     155000
Inverter                              401       1510
Multi-Input combinational cell       1886      14200
Sequential cell                      1284      25700
Tap cell                             2838       3550
Timing Repair Buffer                  988       9820
[worst paths after layout]
kind	from	end	cells past startpoint
worst min-delay path	valid_in_reg	valid_delay[0]	0
worst max register to register	data_in_reg[20]	diff_out[38]	11
worst min register to register	valid_in_reg	valid_delay[0]	0
worst max-delay path	delay_reg[0][61]	data_before_diff_out[61]	1
[stage by stage]
step | util | instance area (µm²) | setup slack (ns) | power (mW)
after global placement | 0.255 | 54700 | 7.00 | 7.67
after CTS | 0.279 | 59700 | 6.11 | 13.0
final | 0.279 | 59800 | 6.36 | 12.8
after global routing | 0.279 | 59800 | 6.20 | 13.4
after detailed placement | 0.255 | 54700 | 7.01 | 7.66
after floorplan | - | 41400 | 8.04 | 6.33
Power is estimated from default activity; no workload was simulated.
